==> flow/design.v <==
package sockit_spi_pkg;
parameter int unsigned SSW = 8;
parameter int unsigned SCW = 3 + 12;
typedef struct packed {
  logic [SSW-1:0] sss;   
  logic [ 19-1:0] rsv;   
  logic           dir;   
  logic           soe;   
  logic           coe;   
  logic           pha;   
  logic           pol;   
} cfg_t;
typedef struct packed {
  logic [SCW-1:0] cnt;   
  logic [  2-1:0] iom;   
  logic           die;   
  logic           doe;   
  logic           sso;   
  logic           cke;   
} cmd_t;
endpackage: sockit_spi_pkg
module sockit_spi_rpi #(
  parameter SDW     =            8,   
  parameter SDL     =  $clog2(SDW),   
  parameter CCI     =            4,   
  parameter CDW     =           32,   
  parameter QCI     =            4,   
  parameter QDW     =        4*SDW    
)(
  input  logic           clk,       
  input  logic           rst,       
  output logic           cmd_vld,   
  output logic [CCI-1:0] cmd_ctl,   
  output logic [CDW-1:0] cmd_dat,   
  input  logic           cmd_rdy,   
  input  logic           que_vld,   
  input  logic [QCI-1:0] que_ctl,   
  input  logic [QDW-1:0] que_dat,   
  output logic           que_rdy    
);
logic           cyc_lst;
logic           cyc_new;
logic     [1:0] cyc_cnt;
logic    [31:0] rpk_dat;
logic    [31:0] cyc_dat;
logic           cmd_trn;
logic           que_trn;
function [4*SDW-1:0] rpk (
  input  [4*SDW-1:0] dat,
  input        [1:0] mod
);
  integer i;
begin
  for (i=0; i<SDW; i=i+1) begin
    case (mod)
      2'd0 : begin   
        rpk [32-1-1*i] = dat [1*SDW-1-i];
      end
      2'd1 : begin   
        rpk [32-1-1*i] = dat [2*SDW-1-i];
      end
      2'd2 : begin   
        rpk [32-1-2*i] = dat [2*SDW-1-i];
        rpk [32-2-2*i] = dat [1*SDW-1-i];
      end
      2'd3 : begin   
        rpk [32-1-4*i] = dat [4*SDW-1-i];
        rpk [32-2-4*i] = dat [3*SDW-1-i];
        rpk [32-3-4*i] = dat [2*SDW-1-i];
        rpk [32-4-4*i] = dat [1*SDW-1-i];
      end
    endcase
  end
end
endfunction
assign cmd_vld = cyc_lst;
assign cmd_trn = cmd_vld & cmd_rdy;
always_ff @(posedge clk, posedge rst)
if (rst) begin
  cyc_lst <= 1'b0;
  cyc_new <= 1'b0;
  cyc_cnt <= 2'd0;
end else begin
  if (que_trn) begin
    cyc_lst <= que_ctl [2];
    cyc_new <= que_ctl [3];
  end else if (cmd_trn) begin
    cyc_lst <= 1'b0;
    cyc_cnt <= 2'd0;   
  end
end
assign rpk_dat = rpk(que_dat, que_ctl [1:0]);
always_ff @(posedge clk)
if (que_trn) begin
  case (que_ctl [1:0])
    2'd0 : cyc_dat <= {cyc_dat [23: 0], rpk_dat [31:24]};
    2'd1 : cyc_dat <= {cyc_dat [23: 0], rpk_dat [31:24]};
    2'd2 : cyc_dat <= {cyc_dat [15: 0], rpk_dat [31:16]};
    2'd3 : cyc_dat <= {                 rpk_dat [31: 0]};
  endcase
end
assign cmd_ctl = {cyc_new, cyc_lst, cyc_cnt};
assign cmd_dat = cyc_dat;
assign que_rdy = ~cyc_lst;
assign que_trn = que_vld & que_rdy;
endmodule: sockit_spi_rpi
==> flow/run.sh <==
#!/bin/bash
# OpenROAD 26Q1-2900-gdf79404cd8, Yosys 0.63+post, stock flow scripts
make -C /OpenROAD-flow-scripts/flow DESIGN_CONFIG=/design/flow/config.mk WORK_HOME=/design/flow/orfs finish
==> flow/config.mk <==
export PLATFORM = sky130hd
export DESIGN_NAME = sockit_spi_rpi
export DESIGN_NICKNAME = sockit_spi_rpi
export VERILOG_FILES = /design/flow/design.v
export SDC_FILE = /design/flow/constraint.sdc
export NUM_CORES = 4
export LEC_CHECK = 1
export CORE_UTILIZATION = 30
==> flow/constraint.sdc <==
current_design sockit_spi_rpi

set clk_period 4.9
set clk_io_pct 0.2

create_clock -name clk0 -period $clk_period [get_ports {clk}]

set non_clock_inputs [all_inputs -no_clocks]
set_input_delay [expr $clk_period * $clk_io_pct] -clock clk0 $non_clock_inputs
set_output_delay [expr $clk_period * $clk_io_pct] -clock clk0 [all_outputs]
==> impl_metrics.csv <==
group,metric,value,unit
clock_network,htree_levels,2,
placement,dp_hpwl,3.99,mm
clock_network,clkTransAtPathRegs,0.07,ns
grt,grt_pass1_vias,1750,
power_and_ir_drop,report.power.total,0.000770,W
timing,maxSlewViolCount,0,
grt,grt-ovfl-total,0,
timing,rsz0062_at_grt,"no",
setup_path,cp-start-kind,"primary input",
grt,gr-usage-all-layers,16.5,%
timing,fmax,0.323,GHz
synth,ys_warn_count,1,
setup_path,required,5.02,ns
final_layout,syn_to_final_growth,41.4,%
setup_path,path_class,"primary input to flop",
grt,grt_max_degree,36,
setup_path,path_max_fanout,28,
timing,worst_slack,1.81,ns
floorplanning,die_height,85.5,um
floorplanning,dieWidth,85.5,um
route,drc,0,
final_layout,drive_above_1_share,5.75,%
timing,worst_pin_slew,0.702,ns
setup_path,cp-end-kind,"flop",
route,routedWlPerCell,16.7,um
clock_network,postCtsSetupBuffers,0,
clock_network,clkLatencyLatePin,0.29,ns
timing,hold_ws,0.507,ns
placement,place.port_buffers,75,
synth,synthFlopType,"edfxtp_1",
synth,ys_cells,192,
hold_path,min_path_type,"flop to flop",
synth,syn_area,2090,um2
placement,pre_cts_ws,1.56,ns
timing,final.period_utilization,63.2,%
run,warnings,29,
route,wl,5.69,mm
route,vias_per_cell,5.42,
clock_network,root_buffer,"clkbuf_8",
timing,final.setup.tns,0,ns
timing,hold_viol,0,
power_and_ir_drop,power_density,260,nW/um2
floorplanning,die_area,7310,um2
synth,synth_area_per_cell,10.9,um2
final_layout,fillers,643,
clock_network,hold_buffers,0,
floorplanning,rows,30,
synth,ys_async_sr_fraction,5.88,%
grt,grt_pass1_wl,9.15,mm
synth,ys_ff,34,
clock_network,cts_tree,"done",
final_layout,logic_area,952,um2
grt,antenna_found_initial,0,
route,drt_pass1_iterations,4,
floorplanning,coreArea,6760,um2
clock_network,clockBufferDepth,2,
floorplanning,ios,78,
timing,min_period,3.09,ns
route,antenna_cells,0,
clock_network,clkSinkCount,34,
timing,setup_viol,0,
route,via_count,1847,
route,drt_iter0_markers,192,
clock_network,cts_resized,0,
final_layout,flop_area,1010,um2
setup_path,cp.arrival,3.21,ns
synth,edf_count,32,
power_and_ir_drop,leakage,1.06,nW
route,drtAntennaViolNets,0,
placement,place_congestion,0.841,
synth,ys_seq_share,48.4,%
synth,netlist_instances,192,
synth,ys_types,40,
run_status,status,"finished, final reports clean",
timing,clock_skew,0.0116,ns
run,maxCapViolCount,0,
timing,slew_headroom,53.1,%
setup_path,r2r_setup_slack,3.47,ns
floorplanning,fp_util,30.9,%
synth,ys_chip_area,2090,um2
power_and_ir_drop,vdd_drop_max,0.111,mV
clock_network,cts_buffers,5,
placed cells by master (no fill, tap or decap), types with 2 or more instances in the layout:
master	netlist	layout
o21ai_1	16	16
o21ai_0	2	2
nand2_1	9	9
a21boi_0	5	5
nor2b_1	7	6
edfxtp_1	32	32
a211oi_1	4	4
a221oi_1	6	6
a22o_1	2	2
or3_1	3	3
a221o_1	2	2
o211a_1	2	2
dfrtp_1	2	2
inv_1	7	7
nand3b_1	2	2
a311o_1	2	2
ha_1	5	5
clkinv_2	0	2
a21o_1	2	2
a21oi_1	10	10
conb_1	1	2
clkdlybuf4s50_1	0	75
buf_4	5	4
a22oi_1	21	21
clkbuf_8	0	5
mux2i_1	10	10
o31ai_1	7	7
logic make-up after synthesis:
| kind of cell | count (synthesis) | synth area share (%) |
|---|---|---|
| compound gates | 86 | 29.0 |
| flops | 34 | 48.4 |
| buf+inv | 27 | 6.40 |
| simple gates | 27 | 7.24 |
| mux | 12 | 5.86 |
| fa+ha+maj | 5 | 2.99 |
| other cells | 1 | 0.179 |
layer usage:
metal	part of all wire [%]	global-route usage [%]	wire (um)
met3	6.6	3.36	375
met1	45	26.9	2540
met2	48	24.9	2720
met4	0.88	1.21	50
met5	0	0	0
Yosys cell counts (all sizes together), types with 3 or more instances:
| master | n | area share [%] |
|---|---|---|
| nor2b | 7 | 2.1 |
| inv | 8 | 1.4 |
| o31ai | 7 | 2.5 |
| edfxtp | 32 | 46 |
| nand2 | 9 | 1.6 |
| or3 | 3 | 0.90 |
| o21ai | 18 | 4.3 |
| ha | 5 | 3.0 |
| a21boi | 6 | 2.2 |
| clkbuf | 3 | 0.54 |
| a22oi | 21 | 7.5 |
| mux2i | 10 | 4.8 |
| a211oi | 4 | 1.4 |
| a221oi | 6 | 2.5 |
| buf | 16 | 4.4 |
| a21oi | 10 | 2.4 |
worst paths after layout:
check | from | to | cells past startpoint
hold reg to reg | cyc_new | cyc_new | 1
hold / removal | cyc_new | cyc_new | 1
setup reg to reg | cyc_lst | cyc_new | 3
max in group asynchronous | rst | cyc_new | 2
min in group asynchronous | rst | cyc_lst | 2
setup / recovery | que_ctl[1] | cyc_dat[0] | 6
power breakdown:
part	leakage [nW]	switching (W)	internal, W
clock network	0.0450	0.000102	0.0000985
logic	0.684	0.0000802	0.000115
registers	0.334	0.0000162	0.000357
total	1.06	0.000199	0.000571
state kept, by name (all words and copies together), names as in the netlist:
name,flops
cyc_dat,32
cyc_lst,1
cyc_new,1
per-stage QoR:
| step | std cells | instance area [um2] | utilization (%) |
|---|---|---|---|
| global route | 341 | 2960 | 43.8 |
| detailed placement | 333 | 2870 | 42.5 |
| global placement | 333 | 2870 | 42.5 |
| finish | 341 | 2960 | 43.8 |
| CTS | 341 | 2960 | 43.8 |
| floorplan | 193 | 2090 | - |
cell type report:
cell class	instances	area share, %
clock buffer	6	2.45
clock inverter	2	0.339
inverter	8	1.02
multi-input combinational	132	32.2
sequential	34	34.2
tap	80	3.39
timing repair buffer	79	26.4
critical path, stage by stage:
cell and delay [ns]:
clkdlybuf4s50_1 0.52, ha_1 0.48, buf_4 0.32, nor2_4 0.58, a21oi_1 0.15, o22ai_1 0.17
Power figures rest on the tool's default switching activity, not on a simulated workload.
