### constraint.sdc
current_design sockit_spi_rpo

set clk_period 3.6
set clk_io_pct 0.2

create_clock -name clk0 -period $clk_period [get_ports {clk}]

set non_clock_inputs [all_inputs -no_clocks]
set_input_delay [expr $clk_period * $clk_io_pct] -clock clk0 $non_clock_inputs
set_output_delay [expr $clk_period * $clk_io_pct] -clock clk0 [all_outputs]
### config.mk
export PLATFORM = sky130hd
export DESIGN_NAME = sockit_spi_rpo
export DESIGN_NICKNAME = sockit_spi_rpo
export VERILOG_FILES = /design/flow/design.v
export SDC_FILE = /design/flow/constraint.sdc
export NUM_CORES = 4
export LEC_CHECK = 1
export CORE_UTILIZATION = 40
### design.v
package sockit_spi_pkg;
parameter int unsigned SSW = 8;
parameter int unsigned SCW = 3 + 12;
typedef struct packed {
  logic [SSW-1:0] sss;   
  logic [ 19-1:0] rsv;   
  logic           dir;   
  logic           soe;   
  logic           coe;   
  logic           pha;   
  logic           pol;   
} cfg_t;
typedef struct packed {
  logic [SCW-1:0] cnt;   
  logic [  2-1:0] iom;   
  logic           die;   
  logic           doe;   
  logic           sso;   
  logic           cke;   
} cmd_t;
endpackage: sockit_spi_pkg
module sockit_spi_rpo #(
  parameter SDW     =            8,   
  parameter SDL     =  $clog2(SDW),   
  parameter CCO     =          5+7,   
  parameter CDW     =           32,   
  parameter QCO     =        SDL+7,   
  parameter QDW     =        4*SDW    
)(
  input  logic           clk,       
  input  logic           rst,       
  input  logic           cmd_vld,   
  input  logic [CCO-1:0] cmd_ctl,   
  input  logic [CDW-1:0] cmd_dat,   
  output logic           cmd_rdy,   
  output logic           que_vld,   
  output logic [QCO-1:0] que_ctl,   
  output logic [QDW-1:0] que_dat,   
  input  logic           que_rdy    
);
logic           cmd_trn;   
logic           cyc_run;   
logic     [4:0] cyc_cnt;   
logic     [4:0] cyc_nxt;   
logic [SDL-1:0] cyc_len;   
logic           cyc_lst;   
logic           cyc_pkm;   
logic     [1:0] cyc_iom;   
logic     [6:0] cyc_ctl;   
logic [CDW-1:0] cyc_dat;   
logic           que_trn;   
function [4*SDW-1:0] rpk (
  input  [4*SDW-1:0] dat,
  input        [1:0] mod
);
  integer i;
begin
  for (i=0; i<SDW; i=i+1) begin
    case (mod)
      2'd0 : begin   
        rpk [4*SDW-1-i] = 1'b1;
        rpk [3*SDW-1-i] = 1'b1;
        rpk [2*SDW-1-i] = 1'b1;
        rpk [1*SDW-1-i] = dat [32-1-1*i];
      end
      2'd1 : begin   
        rpk [4*SDW-1-i] = 1'b1;
        rpk [3*SDW-1-i] = 1'b1;
        rpk [2*SDW-1-i] = 1'b1;
        rpk [1*SDW-1-i] = dat [32-1-1*i];
      end
      2'd2 : begin   
        rpk [4*SDW-1-i] = 1'b1;
        rpk [3*SDW-1-i] = 1'b1;
        rpk [2*SDW-1-i] = dat [32-1-2*i];
        rpk [1*SDW-1-i] = dat [32-2-2*i];
      end
      2'd3 : begin   
        rpk [4*SDW-1-i] = dat [32-1-4*i];
        rpk [3*SDW-1-i] = dat [32-2-4*i];
        rpk [2*SDW-1-i] = dat [32-3-4*i];
        rpk [1*SDW-1-i] = dat [32-4-4*i];
      end
    endcase
  end
end
endfunction
assign cmd_rdy = ~cyc_run | que_rdy & cyc_lst;
assign cmd_trn = cmd_vld & cmd_rdy;
always_ff @(posedge clk, posedge rst)
if (rst) begin
  cyc_run <= 1'b0;
  cyc_cnt <= 5'd0;
  cyc_lst <= 1'b0;
end else begin
  if (cmd_trn) begin
    cyc_run <= 1'b1;
    cyc_cnt <= cmd_ctl [7+:5];
    cyc_lst <= cmd_ctl [7+:5] < SDW;
  end else if (que_trn) begin
    cyc_run <= ~cyc_lst;
    cyc_cnt <= cyc_nxt;
    cyc_lst <= cyc_nxt < SDW;
  end
end
assign cyc_pkm = cyc_ctl [6];
assign cyc_nxt = cyc_lst ? 5'd0 : cyc_cnt - cyc_len - 5'd1;
assign cyc_len = cyc_lst | cyc_pkm ? cyc_cnt [SDL-1:0] : {SDL{1'b1}};
assign cyc_iom = cyc_ctl [5:4];
always_ff @(posedge clk)
if (cmd_trn) begin
  cyc_ctl <= cmd_ctl [6:0];
  cyc_dat <= cmd_dat;
end else if (que_trn) begin
  case (cyc_iom)
    2'd0 : cyc_dat <= cyc_dat << 1*SDW;
    2'd1 : cyc_dat <= cyc_dat << 1*SDW;
    2'd2 : cyc_dat <= cyc_dat << 2*SDW;
    2'd3 : cyc_dat <= cyc_dat << 4*SDW;
  endcase
end
assign que_ctl = {cyc_len, cyc_lst, cyc_ctl[5:0]};
assign que_dat = rpk (cyc_dat, cyc_iom);
assign que_vld = cyc_run;
assign que_trn = que_vld & que_rdy;
endmodule: sockit_spi_rpo
### run.sh
#!/bin/bash
# OpenROAD 26Q1-2900-gdf79404cd8, Yosys 0.63+post, stock flow scripts
make -C /OpenROAD-flow-scripts/flow DESIGN_CONFIG=/design/flow/config.mk WORK_HOME=/design/flow/orfs finish
==> qor.csv <==
stage,metric,value,unit
synthesis,syn avg cell area,10.3,um2
clock_network,number of buffers created by CTS,5,
timing,highest clock rate,0.358,GHz
placement,Cells after DPL,409,
finish,Area Overhead vs Synth,39.4,%
grt,overall global routing resource usage,0.202,
clock_network,clk latency late pin,310,ps
clock_network,Root Buffer,clkbuf_8,
die,Core ar.,6350,um2
clock_network,clk slew on worst S/H paths,80,ps
hold_path,Worst Hold Class,flop to flop,
job,Max-Cap Viols,0,
worst_setup_path,CP Cell Sequence,"clkdlybuf4s50_1, a21bo_4, clkdlybuf4s50_1",
drt,DR WL/cell,15.3,um
clock_network,number of gates resized after cts,0,
die,row cnt,29,
power,leak pwr,1.45,nW
drt,n_diodes,0,
placement,global placement routability congestion,0.798,
drt,Via-to-Cell Ratio,5.19,
timing,Max Transition Viols Final,0,
synthesis,Synth Area in Adders,0.00475,
worst_setup_path,"slowest stage delay, CP",610,ps
drt,Remaining DRCs,0,
placement,dpl ws,803,ps
run_status,status,"finished, final reports clean",
timing,RSZ-0062 raised after global routing,no,
clock_network,Sink Count,46,
timing,Worst Hold Slack,569,ps
worst_setup_path,Required @ worst endpoint,2880,ps
finish,most used logic cell in the final layout,clkdlybuf4s50_1,
clock_network,hold_buf cts,0,
die,chip area,6910,um2
worst_setup_path,nature of the critical path endpoint,output port,
synthesis,"mux frac, synth",0.0684,
placement,DP HPWL,4.31,mm
synthesis,Cell Type Count,36,
clock_network,CTS tree,yes,
power,overall power,1.93,mW
synthesis,Gate Count Post-Synth,256,
drt,Vias,2164,
synthesis,dominant kind of combinational cell,simple AND/OR/NAND/NOR gates,
worst_setup_path,CP Buf/Inv Count,2,
synthesis,ys async rst share,0.152,
synthesis,Post-synth EDFFs,39,
timing,crit share post-route,0.777,
finish,Final Cell Area,3670,um2
grt,vias in the first global route,2133,
timing,Slew Limit Headroom,0.623,
timing,Tmin final,2800,ps
worst_setup_path,CP most frequent cell,clkdlybuf4s50_1,
die,Init Core Util,0.415,
timing,final hold vios,0,
job,OpenROAD warnings,25,
power,Peak VDD IR,258,uV
drt,drt pass-1 iters,4,
drt,Final ANT Viol Nets,0,
die,num ports,92,
finish,most numerous logic cells after layout,"91 x clkdlybuf4s50_1, 46 x nor2_1, 39 x edfxtp_1",
placement,"Cell Area, Placed",3560,um2
synthesis,dominant cell type by area after synthesis,edfxtp_1,
synthesis,Post-Synth AOI/OAI Area,0.154,
die,Die Height,83.1,um
clock_network,Post-CTS Setup Repair Bufs,0,
clock_network,total number of H-tree levels,2,
synthesis,Synth Area in XOR/XNOR,0,
drt,final WL,6.40,mm
grt,initial antenna violation count,0,
worst_setup_path,CP max stage cell,clkdlybuf4s50_1,
timing,Final WS setup,803,ps
clock_network,clk buf depth,2,
timing,Clock Skew,12.3,ps
synthesis,ys flop type,edfxtp_1,
worst_setup_path,crit path max fanout,11,
timing,Setup TNS Final,0,ps
die,Die Width,83.1,um
synthesis,Simple-Gate Area Share,0.208,
synthesis,post-synth area from yosys stat,2630,um2
placement,Port-buffer cells,91,
synthesis,ys cells,256,
synthesis,Mapped Area,2630,um2
synthesis,"top cells, area","edfxtp_1 44%, mux2i_1 6.8%, dfrtp_1 6.7%, nor2_1 6.6%, a221oi_2 5.1%",
timing,final setup vio count,0,
worst_setup_path,"CP delay by family, top",buffers and inverters,
synthesis,"Registers, synthesis",46,
grt,pin count of the biggest net entering global routing,39,
synthesis,Synth warnings,1,
synthesis,Post-synth seq share,0.511,
finish,share of layout cells above drive strength 1,0.129,
synthesis,Area leader share,0.445,
power,Pwr Density,525,nW/um2
drt,DR iter-0 viols,91,
worst_setup_path,crit start category,primary input,
finish,Final Util,0.578,
grt,global-route wire length before repair,10.7,mm
grt,grt ovf,0,
worst_setup_path,CP Class,primary input to output port,
timing,worst-margin pin slew,564,ps
worst_setup_path,"Data arrival, critical path",2080,ps
finish,final cell count without fillers,417,
## metal layers
| metal | share of wire | up-vias | GRT usage |
|---|---|---|---|
| met5 | 0 | - | 0 |
| li1 | - | 1080 | - |
| met4 | 0.0092 | 0 | 0.0157 |
| met2 | 0.43 | 69 | 0.285 |
| met3 | 0.050 | 5 | 0.0383 |
| met1 | 0.51 | 1010 | 0.361 |
## cell usage after synthesis, types with 5 or more instances
cell,instances
nor2_1,46
edfxtp_1,39
nand2_1,29
mux2i_1,18
or2_2,18
a21oi_1,13
a221oi_2,9
and3_1,8
nand3_1,8
a221oi_1,7
clkbuf_1,7
dfrtp_1,7
buf_2,6
inv_1,5
## flip-flops by register name, summed over array words and instances, names as in the netlist
| name | cells |
|---|---|
| cyc_cnt | 5 |
| cyc_dat | 32 |
| cyc_ctl | 7 |
| cyc_run | 1 |
| cyc_lst | 1 |
## cell type report
cell class              instances  area [um2]
clock buffers                   6        72.6
clock inverters                 2        37.5
fillers                       558        2680
inverters                       7        28.8
multi-input cells             184        1150
flip-flops and latches         46        1350
well taps                      77        96.3
repair buffers                 95         941
## cells by family (layout without fill, tap and decap cells)
kind of cell | after synthesis | count (layout)
AND/OR/NAND/NOR | 116 | 116
AND-OR/OR-AND | 48 | 48
flip-flops | 46 | 46
buffers and inverters | 26 | 110
multiplexers | 18 | 18
adder cells (fa/ha/maj) | 1 | 1
other | 1 | 1
## worst register-to-register path, cell delays in order, from the launching register on
cell      delay [ps]
dfrtp_1          530
a21bo_4          330
nand2_8          210
inv_4            240
a221oi_1         300
nor2_1            60
## where the power goes
group / internal (mW) / total [mW] / leakage [nW] / switching (mW)
combinational: 0.401 / 0.685 / 0.929 / 0.284
sequential: 0.738 / 0.858 / 0.472 / 0.120
clock: 0.207 / 0.385 / 0.0514 / 0.178
## final timing paths
| path | cells after the start | to | from | slack [ps] |
|---|---|---|---|---|
| max in group asynchronous | 2 | cyc_cnt[3] | rst | 2710 |
| max | 3 | cmd_rdy | que_rdy | 800 |
| min in group asynchronous | 2 | cyc_lst | rst | 640 |
| min | 2 | cyc_cnt[1] | cyc_cnt[1] | 570 |
| max reg2reg | 5 | cyc_dat[16] | cyc_lst | 1670 |
| min reg2reg | 2 | cyc_cnt[1] | cyc_cnt[1] | 570 |
Power and IR drop assume default switching activity.
