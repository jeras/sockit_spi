`flow/run.sh`:
```
#!/bin/bash
# OpenROAD 26Q1-2900-gdf79404cd8, Yosys 0.63+post, stock flow scripts
make -C /OpenROAD-flow-scripts/flow DESIGN_CONFIG=/design/flow/config.mk WORK_HOME=/design/flow/orfs finish
```
`flow/config.mk`:
```
export PLATFORM = sky130hd
export DESIGN_NAME = debouncer
export DESIGN_NICKNAME = debouncer
export VERILOG_FILES = /design/flow/design.v
export SDC_FILE = /design/flow/constraint.sdc
export NUM_CORES = 4
export LEC_CHECK = 1
export CORE_AREA = 10 10 70 70
export DIE_AREA = 0 0 80 80
```
`flow/constraint.sdc`:
```
current_design debouncer

set clk_period 1.5
set clk_io_pct 0.2

create_clock -name clk0 -period $clk_period [get_ports {clk}]

set non_clock_inputs [all_inputs -no_clocks]
set_input_delay [expr $clk_period * $clk_io_pct] -clock clk0 $non_clock_inputs
set_output_delay [expr $clk_period * $clk_io_pct] -clock clk0 [all_outputs]
```
`flow/design.v`:
```
package sockit_spi_pkg;
parameter int unsigned SSW = 8;
parameter int unsigned SCW = 3 + 12;
typedef struct packed {
  logic [SSW-1:0] sss;   
  logic [ 19-1:0] rsv;   
  logic           dir;   
  logic           soe;   
  logic           coe;   
  logic           pha;   
  logic           pol;   
} cfg_t;
typedef struct packed {
  logic [SCW-1:0] cnt;   
  logic [  2-1:0] iom;   
  logic           die;   
  logic           doe;   
  logic           sso;   
  logic           cke;   
} cmd_t;
endpackage: sockit_spi_pkg
module debouncer #(
  parameter CN = 8,          
  parameter CW = $clog2(CN)  
)(
  input      clk,            
  input      d_i,            
  output reg d_o             
);
reg [CW-1:0] cnt;            
reg          d_r;            
initial cnt <= 0;
always @ (posedge clk)
d_r <= d_i;
always @ (posedge clk)
if (|cnt)          cnt <= cnt - 1;
else if (d_r^d_o)  cnt <= CN;
always @ (posedge clk)
if (~|cnt) d_o <= d_r;
endmodule
```
==> results.cfg <==
; flow metrics
[status]
outcome = complete, no violations

[logic_synthesis]
synth_seq_share_pct = 64.7
topCellsByArea = edfxtp_1, ha_1, dfxtp_1
synth_cell_types = 9
yosysMostFrequentCell = edfxtp_1
edf_count = 4
ys_area_um2 = 216
syn_area_per_cell_um2 = 13.5
syn_inst = 16
ys.flop_type = edfxtp_1
ys_async_sr_fraction_pct = 0
top_cells_by_count = edfxtp_1, nor2_1, ha_1, inv_1
synth_top_cell_by_area = edfxtp_1
yosysCellCount = 16
synth_top_area_share_pct = 55.5
netlist_area_um2 = 216
synth_warnings = 1
numSynthFlops = 5

[run]
drv_cap = 0
warnings = 26

[placement]
dpl_cell_area_um2 = 294
portBuffers = 2
place_congestion = 0.647
place_hpwl_um = 253

[final_timing]
relSlewSlack_pct = 91.4
finalCriticalPeriod_ns = 1.39
fin_worst_skew_ns = 0.00744
tightest_slew_ns = 0.129
finalHoldViolations = 0
fin_crit_sh_pct = 92.9
rsz0062_at_grt = no
max_freq_mhz = 718
final_max_slew_viol_count = 0
setup_viol = 0
tns_ns = 0

[setup_path]
cp_top_family = buffers and inverters
worst-r2r-setup-slack_ns = 0.23
cp.depth = 1
cp_cell_sequence = clkdlybuf4s50_1
reg2regPathDepth = 4
crit_buf_inv = 1
worstReg2RegEnd = cnt[0]$_SDFFCE_PN0P_
cp_data_required_time_ns = 1.20
critical_path_class = reg -> out
slowest_delay_ns = 0.49
cp-start-kind = flop
cp-endpoint = d_o
end_kind = output pin
startpoint = d_o$_DFFE_PN_
arrival_ns = 1.09
reg2reg_from = cnt[0]$_SDFFCE_PN0P_
slowest_stage = clkdlybuf4s50_1
worstPathMaxFanout = 2

[clock_network]
ctsHoldBuffers = 0
cts-root-buf = clkbuf_4
cts_sinks = 5
cts_made_buffers = 3
clockBufferDepth = 2
cts_setup_buffers = 0
clock_latency_ns = 0.25
path_clk_slew_ns = 0.05
cts_resized = 0
cts_tree = built
htree_levels = 1

[global_routing]
first_global_vias = 156
grt_overflow = 0
antenna_found_initial = 0
grt_pass1_wl_um = 703
grt_max_degree = 5
track_usage_pct = 1.44

[die]
core_area_um2 = 3420
chipArea_um2 = 6400
rows = 21
fp.dieW_um = 80
die_h_um = 80
fp_util_pct = 6.34
num_io_pins = 3

[detailed_routing]
drc = 0
routed.top_layer = met3
drt-met1-wl_um = 128
drt_wl_total_um = 345
met3_length_um = 77
antenna_cells = 0
num_vias = 128
avgViaCountPerCell = 1.88
wl_per_cell_um = 5.07
ant_nets = 0
drtIter0Drc = 4
detail_route.first_pass.iterations = 2
dr_wl_met2_um = 139

[cells_and_area]
finalInstanceArea_um2 = 320
area_delta_synth_final_pct = 48.0
drive_above_1_share_pct = 22.7
fillers = 410

[min_path]
hp-start = d_r$_DFF_P_
hold_path_class = reg -> reg

[power_and_ir_drop]
powerDensity_nw_per_um2 = 1840
vdd_drop_max_mv = 0.919
p_leak_nw = 0.115
-- sequential cells by signal, indices dropped and copies added (netlist names) --
register  count
d_r           1
cnt           3
d_o           1
-- stage by stage --
stage / power, W / hold WS (ns) / setup slack [ns] / util [%] / cells
6_report: 0.000588 / 0.442 / 0.107 / 9.38 / 68
5_1_grt: 0.000663 / 0.465 / 0.0453 / 9.38 / 68
4_1_cts: 0.000601 / 0.444 / 0.0867 / 9.38 / 68
3_5_place_dp: 0.000438 / 0.438 / 0.227 / 8.61 / 64
3_3_place_gp: 0.000415 / 0.437 / 0.278 / 8.61 / 64
2_1_floorplan: 0.000383 / 0.328 / 0.324 / - / 16
-- routing by layer --
metal / up-vias / track usage [%]
met5: - / 0
met4: 0 / 0.352
met3: 0 / 1.70
met2: 9 / 2.01
met1: 56 / 1.35
li1: 63 / -
-- where the power goes --
| part | leakage (nW) | internal [W] | switching [W] | total, W |
|---|---|---|---|---|
| Clock | 0.0150 | 0.000101 | 0.0000559 | 0.000157 |
| Sequential | 0.0499 | 0.000233 | 0.0000247 | 0.000258 |
| Combinational | 0.0499 | 0.0000889 | 0.0000846 | 0.000173 |
| Total | 0.115 | 0.000423 | 0.000165 | 0.000588 |
-- placed cells by master, fill, tap and decap left out, drive strengths merged --
| cell | instances |
|---|---|
| nor2 | 3 |
| edfxtp | 4 |
| ha | 2 |
| inv | 2 |
| dfxtp | 1 |
| xnor2 | 1 |
| nand2 | 1 |
| clkdlybuf4s50 | 2 |
| and2b | 1 |
| mux2 | 1 |
| clkbuf | 4 |
-- cell type report --
cell class	instances	area [um^2]	share of cell area, %
Inverter	2	7.51	2.34
Multi-Input combinational cell	9	68.8	21.5
Sequential cell	5	140	43.7
Tap cell	46	57.6	18.0
Timing Repair Buffer	2	20.0	6.25
Clock buffer	4	26.3	8.20
-- worst min-delay path by stage --
stage / to / slack (ns) / cells after the start
CTS: d_o$_DFFE_PN_ / 0.44 / 0
global route: d_o$_DFFE_PN_ / 0.47 / 0
finish: d_o$_DFFE_PN_ / 0.44 / 0
-- kinds of logic (layout without fill, tap and decap cells) --
| group | count (synthesis) | in the layout | synth area share [%] |
|---|---|---|---|
| xor+xnor | 1 | 1 | 4.05 |
| flops | 5 | 5 | 64.7 |
| mux | 1 | 1 | 5.20 |
| buf+inv | 2 | 8 | 3.47 |
| simple gates | 5 | 5 | 11.0 |
| fa+ha+maj | 2 | 2 | 11.6 |
-- worst reg2reg max path, cell delays in order (launching register included) --
cell	delay (ns)
edfxtp_1	0.34
inv_1	0.07
ha_1	0.21
and2b_2	0.23
nand2_1	0.12
Power and IR drop assume default switching activity.
